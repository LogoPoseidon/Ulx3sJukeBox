===== flow/run.sh =====
#!/bin/bash
# OpenROAD 26Q1-2900-gdf79404cd8, Yosys 0.63+post, stock flow scripts
make -C /OpenROAD-flow-scripts/flow DESIGN_CONFIG=/design/flow/config.mk WORK_HOME=/design/flow/orfs finish

===== flow/config.mk =====
export PLATFORM = sky130hd
export DESIGN_NAME = dacpwm
export DESIGN_NICKNAME = dacpwm
export VERILOG_FILES = /design/flow/design.v
export SDC_FILE = /design/flow/constraint.sdc
export NUM_CORES = 4
export LEC_CHECK = 1
export CORE_AREA = 10 10 103 103
export DIE_AREA = 0 0 113 113

===== flow/constraint.sdc =====
current_design dacpwm

set clk_period 2.3
set clk_io_pct 0.2

create_clock -name clk0 -period $clk_period [get_ports {clk}]

set non_clock_inputs [all_inputs -no_clocks]
set_input_delay [expr $clk_period * $clk_io_pct] -clock clk0 $non_clock_inputs
set_output_delay [expr $clk_period * $clk_io_pct] -clock clk0 [all_outputs]

===== flow/design.v =====
module dacpwm
#(
  parameter C_pcm_bits = 12,  
  parameter C_dac_bits = 4   
)
(
  input clk,  
  input signed [C_pcm_bits-1:0] pcm,  
  output [C_dac_bits-1:0] dac  
);
    parameter C_pwm_bits = C_pcm_bits-C_dac_bits;  
    reg [C_dac_bits-1:0] R_dac0, R_dac1;
    reg [C_pwm_bits-1:0] R_pcm_low;
    always @(posedge clk)
    begin
      R_dac0 <= { ~pcm[C_pcm_bits-1], pcm[C_pcm_bits-2:C_pcm_bits-C_dac_bits]};
      R_dac1 <= { ~pcm[C_pcm_bits-1], pcm[C_pcm_bits-2:C_pcm_bits-C_dac_bits]} + 1;
      R_pcm_low <= pcm[C_pwm_bits-1:0];
    end
    reg [C_pwm_bits-1:0] R_pwm_counter;
    always @(posedge clk)
      R_pwm_counter <= R_pwm_counter + 1;  
    reg [C_dac_bits-1:0] R_dac_output;
    always @(posedge clk)
    begin
      R_dac_output <= R_pwm_counter >= R_pcm_low ? R_dac0 : R_dac1;
    end
    assign dac = R_dac_output;
endmodule

==> flow.log <==
[report] extracting results
INFO  metric top_level_pins = 17
INFO  metric ys_cells = 77
INFO  metric first_pass_iters = 3
INFO  metric post_synth.cell_area_avg = 12.4 µm²
INFO  metric cts_tree = yes
INFO  metric timing.setup.tns = 0 ns
INFO  metric dpl_cell_area = 1240 µm²
INFO  metric route.vias.total = 547
INFO  metric root_buffer_selected_by_cts = sky130_fd_sc_hd__clkbuf_8
INFO  metric status = complete, no violations
INFO  metric worst-endpoint-arrival = 2.20 ns
INFO  metric cts.sinks = 28
INFO  metric fin_crit_sh = 88.8%
INFO  metric path_max_fanout = 4
INFO  metric finalWeightedCongestion = 0.665
INFO  metric cts_htree_levels = 1
INFO  metric slew-limit-headroom = 80.4%
INFO  metric internal-power = 0.780 mW
INFO  metric critical_path.startpoint_type = flop
INFO  metric worst-slew-pin-transition = 0.293 ns
INFO  metric max_cap_violations = 0
INFO  metric post-route-worst-setup-slack = 0.258 ns
INFO  metric die-height = 113 µm
INFO  metric pin_count_of_the_biggest_net_entering_global_routing = 17
INFO  metric power_density = 715 nW/µm²
INFO  metric cts.hold.buffers_added = 0
INFO  metric gr-usage-all-layers = 2.73%
INFO  metric route.antenna.remaining_nets = 0
INFO  metric avgViaCountPerCell = 2.71
INFO  metric std_cell_core_area = 8300 µm²
INFO  metric post-route-drc-count = 0
INFO  metric cp.required = 2.46 ns
INFO  metric yosys_register_bits = 28
INFO  metric avgRoutedWirePerCell = 8.14 µm
INFO  metric p_sw_share = 17.1%
INFO  metric synthesized_chip_area_reported_by_yosys = 953 µm²
INFO  metric setup.worst_path.end_class = flop
INFO  metric num_rows = 33
INFO  metric p_comb_share = 5.8%
INFO  metric post-route-cell-area = 1320 µm²
INFO  metric global_route_wire_length_before_repair = 2930 µm
INFO  metric ys_seq_share = 58.8%
INFO  metric leakage = 0.557 nW
INFO  metric worst_skew_pair_latency = 0.26 ns
INFO  metric die_x_extent = 113 µm
INFO  metric synthesis.yosys.warnings = 1
INFO  metric first_global_vias = 593
INFO  metric dp_worst_setup_slack = 0.254 ns
INFO  metric rsz0062_at_grt = no
INFO  metric post-cts-setup-buffer-count = 0
INFO  metric critPathKind = reg -> reg
INFO  metric dp_hpwl = 1360 µm
INFO  metric slew_violations = 0
INFO  metric number_of_cells_upsized_or_downsized_after_cts = 0
INFO  metric maxClockFrequency = 490 MHz
INFO  metric worstHoldPathType = reg -> reg
INFO  metric clk_pin_slew_worst_paths = 0.09 ns
INFO  metric tool_warnings = 25
INFO  metric post_synth_num_cell_types = 17
INFO  metric grt_overflow = 0
INFO  metric fin_skew = 0.000851 ns
INFO  metric final-hold-violation-count = 0
INFO  metric fraction_of_final_layout_cells_sized_beyond_drive_strength_1 = 6.19%
INFO  metric max-clock-path-buffers = 2
INFO  metric numPortBuffers = 16
INFO  metric fp.dieArea = 12800 µm²
INFO  metric worst_ir_drop_vdd = 0.342 mV
INFO  metric area.growth.synth_to_final = 38.1%
INFO  metric routed_wl = 1650 µm
INFO  metric finalPower = 0.941 mW
INFO  metric number_of_antenna_violations_at_the_first_check_in_global_routing = 0
INFO  metric p_switching = 0.161 mW
INFO  metric syn_inst = 77
INFO  metric drt_iter0_markers = 27
INFO  metric sequentialPowerShare = 54.7%
INFO  metric netlist_area = 953 µm²
INFO  metric fp_util = 11.5%
INFO  metric layout_min_cycle_time = 2.04 ns
INFO  metric power.share.clock = 39.6%
INFO  metric numCtsBuffers = 3
INFO  metric antenna_cells = 0
INFO  metric setup-violations-final = 0
==> through the flow <==
stage	std cells	utilization [%]	hold slack (ns)
after floorplan	77	-	0.391
after global placement	198	15.0	0.406
after detailed placement	198	15.0	0.416
after CTS	202	15.9	0.440
after global routing	202	15.9	0.453
final	202	15.9	0.433
==> critical path, cell delays in order, from the launching register on <==
cell	delay, ns
sky130_fd_sc_hd__dfxtp_1	0.36
sky130_fd_sc_hd__inv_1	0.06
sky130_fd_sc_hd__ha_1	0.27
sky130_fd_sc_hd__nand2b_4	0.13
sky130_fd_sc_hd__a2111o_1	0.44
sky130_fd_sc_hd__a211oi_4	0.32
sky130_fd_sc_hd__mux2_1	0.36
==> per-layer routing <==
metal | GRT usage [%] | wire length, µm | vias up
met4 | 0.508 | 20 | 0
met3 | 1.12 | 98 | 2
met5 | 0 | 0 | -
li1 | - | - | 289
met2 | 4.61 | 842 | 7
met1 | 3.19 | 684 | 249
==> registers in the layout, summed over array words and instances (netlist names) <==
signal         flops
R_dac_output       4
R_pwm_counter      8
R_pcm_low          8
R_dac0             4
R_dac1             4
==> area by class of cell <==
class	count	area, µm²
fill	912	6980
timing repair buffer	16	160
multi-input combinational	38	352
inverter	11	41.3
clock inverter	1	30.0
sequential	28	561
tap	105	131
clock buffer	3	41.3
==> Yosys cell counts <==
cell	n	area share (%)
sky130_fd_sc_hd__a2111o_1	1	1.2
sky130_fd_sc_hd__a211oi_1	1	0.79
sky130_fd_sc_hd__a211oi_4	1	2.1
sky130_fd_sc_hd__a21oi_1	1	0.52
sky130_fd_sc_hd__and3_1	1	0.66
sky130_fd_sc_hd__dfxtp_1	28	59
sky130_fd_sc_hd__ha_1	10	13
sky130_fd_sc_hd__inv_1	11	4.3
sky130_fd_sc_hd__mux2_1	4	4.7
sky130_fd_sc_hd__nand2_1	1	0.39
sky130_fd_sc_hd__nand2b_4	1	1.4
sky130_fd_sc_hd__nand3_1	4	2.1
sky130_fd_sc_hd__nand4_1	1	0.66
sky130_fd_sc_hd__nor2_1	2	0.79
sky130_fd_sc_hd__o21ai_0	2	1.0
sky130_fd_sc_hd__xnor2_1	4	3.7
sky130_fd_sc_hd__xor2_1	4	3.7
==> worst paths after layout <==
check | slack [ns] | end | cells after the start | startpoint
max reg2reg | 0.26 | R_dac_output[3] | 6 | R_pwm_counter[0]
min | 0.43 | R_pwm_counter[0] | 1 | R_pwm_counter[0]
max | 0.26 | R_dac_output[3] | 6 | R_pwm_counter[0]
min reg2reg | 0.43 | R_pwm_counter[0] | 1 | R_pwm_counter[0]
==> power groups by stage <==
stage     sequential, mW  clock (mW)  combinational [mW]
5_1_grt            0.518       0.414              0.0617
6_report           0.514       0.373              0.0542
4_1_cts            0.515       0.389              0.0564
==> layout by cell type, fill, tap and decap left out <==
cell / synthesis / layout
sky130_fd_sc_hd__o21ai_0: 2 / 2
sky130_fd_sc_hd__a21oi_1: 1 / 1
sky130_fd_sc_hd__nand4_1: 1 / 1
sky130_fd_sc_hd__a211oi_4: 1 / 1
sky130_fd_sc_hd__mux2_1: 4 / 4
sky130_fd_sc_hd__bufinv_16: 0 / 1
sky130_fd_sc_hd__xnor2_1: 4 / 4
sky130_fd_sc_hd__inv_1: 11 / 11
sky130_fd_sc_hd__xor2_1: 4 / 4
sky130_fd_sc_hd__a211oi_1: 1 / 1
sky130_fd_sc_hd__and3_1: 1 / 1
sky130_fd_sc_hd__nand3_1: 4 / 4
sky130_fd_sc_hd__dfxtp_1: 28 / 28
sky130_fd_sc_hd__a2111o_1: 1 / 1
sky130_fd_sc_hd__clkbuf_8: 0 / 3
sky130_fd_sc_hd__nor2_1: 2 / 2
sky130_fd_sc_hd__nand2b_4: 1 / 1
sky130_fd_sc_hd__ha_1: 10 / 10
sky130_fd_sc_hd__clkdlybuf4s50_1: 0 / 16
sky130_fd_sc_hd__nand2_1: 1 / 1
==> logic make-up after synthesis <==
kind of cell | Yosys count | share of synthesized area, %
fa+ha+maj | 10 | 13.1
flops | 28 | 58.8
xor+xnor | 8 | 7.35
simple gates | 10 | 6.04
compound gates | 6 | 5.64
buf+inv | 11 | 4.33
mux | 4 | 4.72
Power figures rest on the tool's default switching activity, not on a simulated workload.
