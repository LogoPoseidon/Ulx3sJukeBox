`flow/design.v`:
```
module SDKarte (
    input Clock,
    input Reset,
    input [6:0] btn,
    input Lesen,  
    output [7:0] Daten,  
    output reg [7:0] song,  
    input miso,  
    output sclk,  
    output cs,  
    output mosi  
);
    reg[31:0] SongStart1 = 0;
    reg[31:0] SongStart2 = 3750;
    reg[31:0] SongStart3 = 56875;
    reg[31:0] SongStart4 = 69687;
    reg[31:0] SongStart5 = 87312;
    reg[31:0] SongStart6 = 101562;
    reg[31:0] SongStart7 = 107937;
    reg[31:0] SongEnde7  = 120001;
    localparam QueueSize = 2048;
    reg state = IDLE;
    localparam IDLE = 0;
    localparam BYTES = 1;
    reg rd = 0;  
    wire [7:0] dout;  
    wire byte_available;  
    wire ready;
    reg[31:0] address = 0;
    wire [31:0] sektorAdresse = address<<9;
    wire egal;
    wire [4:0] egal2;
    reg [8:0] byteZaehler = 0;
    wire fifo_full;
    wire fifo_empty;
    wire[31:0] count;
    queue #(
    .DATA_WIDTH(8),
    .MAX_QUEUE_SIZE(QueueSize)
    )queue(
    .clk(Clock),
    .rst(Reset),
    .enqueue(byte_available),
    .dequeue(Lesen),
    .data_in(dout),
    .data_out(Daten),
    .empty(fifo_empty),
    .full(fifo_full),
    .size(count)
);
    sd_controller sd1 (
        .cs(cs),
        .mosi(mosi),
        .miso(miso),
        .sclk(sclk),
        .rd(rd),
        .dout(dout),
        .byte_available(byte_available),
        .wr(1'b0),
        .din(8'b0),
        .ready_for_next_byte(egal),
        .reset(1'b0),
        .ready(ready),
        .address(sektorAdresse),
        .clk(Clock),
        .status(egal2)
    );
    always @(posedge Clock) begin
        if(state == IDLE) begin
          byteZaehler <= 0;
          if(btn[1]) begin
            address <= SongStart2;
          end
          if(btn[2]) begin
            address <= SongStart3;
          end
          if(btn[3]) begin
            address <= SongStart4;
          end
          if(btn[4]) begin
            address <= SongStart5;
          end
          if(btn[5]) begin
            address <= SongStart6;
          end
          if(btn[6]) begin
            address <= SongStart7;
          end
          if(address > SongEnde7) begin
            address <= SongStart1;
          end
          if(count < QueueSize-512 && ready) begin
            state <= BYTES;
            rd <= 1;
          end
        end else begin
          if(byte_available) begin
            byteZaehler <= byteZaehler + 1;
          end
          if(byteZaehler>=9'b100) begin
            rd <= 0;
            state <= IDLE;
            address <= address + 1;
          end
        end
        if (Reset) begin
          address <= SongStart1;
          state <= IDLE;
          rd <= 0;
          byteZaehler <= 0;
        end 
    end
    always @(posedge Clock) begin
      if(address>=SongStart1 && address < SongStart2) begin
        song <= 8'b00000001;
      end
      if(address>=SongStart2 && address < SongStart3) begin
        song <= 8'b00000010;
      end
      if(address>=SongStart3 && address < SongStart4) begin
        song <= 8'b00000100;
      end
      if(address>=SongStart4 && address < SongStart5) begin
        song <= 8'b00001000;
      end
      if(address>=SongStart5 && address < SongStart6) begin
        song <= 8'b00010000;
      end
      if(address>=SongStart6 && address < SongStart7) begin
        song <= 8'b00100000;
      end
      if(address>=SongStart7 && address < (SongEnde7)) begin
        song <= 8'b01000000;
      end
    end
endmodule
module queue #(
    parameter DATA_WIDTH = 32,
    parameter MAX_QUEUE_SIZE = 16
)(
    input clk,
    input rst,
    input enqueue,
    input dequeue,
    input [DATA_WIDTH-1:0] data_in,
    output reg [DATA_WIDTH-1:0] data_out,
    output empty,
    output full,
    output[$clog2(MAX_QUEUE_SIZE)-1:0] size
);
    assign size = queue_size;
    reg [DATA_WIDTH-1:0] queue_data [MAX_QUEUE_SIZE-1:0];
    reg [$clog2(MAX_QUEUE_SIZE)-1:0] queue_size = 0;
    reg [$clog2(MAX_QUEUE_SIZE)-1:0] beginning = 0;
    reg [$clog2(MAX_QUEUE_SIZE)-1:0] ending = 0;
    assign empty = (queue_size == 0);
    assign full = (queue_size == MAX_QUEUE_SIZE);
    always @(posedge clk) begin
        if (enqueue && !full) begin
            queue_data[beginning] <= data_in;
            queue_size <= queue_size + 1;
            beginning <= (beginning + 1);
        end
        if (dequeue && !empty) begin
            queue_size <= queue_size - 1;
            ending <= (ending + 1);
            data_out <= queue_data[ending];
        end
        if(rst) begin
            queue_size <= 0;
            beginning <= 0;
            ending <= 0;
        end
    end
endmodule
`timescale 1ns / 1ps
module sd_controller(
    output reg cs,  
    output mosi,  
    input miso,  
    output sclk,  
    input rd,    
    output reg [7:0] dout,  
    output reg byte_available,  
    input wr,    
    input [7:0] din,  
    output reg ready_for_next_byte,  
    input reset,  
    output ready,  
    input [31:0] address,    
    input clk,   
    output [4:0] status  
);
    parameter RST = 0;
    parameter INIT = 1;
    parameter CMD0 = 2;
    parameter CMD55 = 3;
    parameter CMD41 = 4;
    parameter POLL_CMD = 5;
    parameter IDLE = 6;
    parameter READ_BLOCK = 7;
    parameter READ_BLOCK_WAIT = 8;
    parameter READ_BLOCK_DATA = 9;
    parameter READ_BLOCK_CRC = 10;
    parameter SEND_CMD = 11;
    parameter RECEIVE_BYTE_WAIT = 12;
    parameter RECEIVE_BYTE = 13;
    parameter WRITE_BLOCK_CMD = 14;
    parameter WRITE_BLOCK_INIT = 15;
    parameter WRITE_BLOCK_DATA = 16;
    parameter WRITE_BLOCK_BYTE = 17;
    parameter WRITE_BLOCK_WAIT = 18;
    parameter WRITE_DATA_SIZE = 515;
    reg [4:0] state = RST;
    assign status = state;
    reg [4:0] return_state;
    reg sclk_sig = 0;
    reg [55:0] cmd_out;
    reg [7:0] recv_data;
    reg cmd_mode = 1;
    reg [7:0] data_sig = 8'hFF;
    reg [9:0] byte_counter;
    reg [9:0] bit_counter;
    reg [26:0] boot_counter = 27'd100_000_000;
    always @(posedge clk) begin
        if(reset == 1) begin
            state <= RST;
            sclk_sig <= 0;
            boot_counter <= 27'd100_000_000;
        end
        else begin
            case(state)
                RST: begin
                    if(boot_counter == 0) begin
                        sclk_sig <= 0;
                        cmd_out <= {56{1'b1}};
                        byte_counter <= 0;
                        byte_available <= 0;
                        ready_for_next_byte <= 0;
                        cmd_mode <= 1;
                        bit_counter <= 160;
                        cs <= 1;
                        state <= INIT;
                    end
                    else begin
                        boot_counter <= boot_counter - 1;
                    end
                end
                INIT: begin
                    if(bit_counter == 0) begin
                        cs <= 0;
                        state <= CMD0;
                    end
                    else begin
                        bit_counter <= bit_counter - 1;
                        sclk_sig <= ~sclk_sig;
                    end
                end
                CMD0: begin
                    cmd_out <= 56'hFF_40_00_00_00_00_95;
                    bit_counter <= 55;
                    return_state <= CMD55;
                    state <= SEND_CMD;
                end
                CMD55: begin
                    cmd_out <= 56'hFF_77_00_00_00_00_01;
                    bit_counter <= 55;
                    return_state <= CMD41;
                    state <= SEND_CMD;
                end
                CMD41: begin
                    cmd_out <= 56'hFF_69_00_00_00_00_01;
                    bit_counter <= 55;
                    return_state <= POLL_CMD;
                    state <= SEND_CMD;
                end
                POLL_CMD: begin
                    if(recv_data[0] == 0) begin
                        state <= IDLE;
                    end
                    else begin
                        state <= CMD55;
                    end
                end
                IDLE: begin
                    if(rd == 1) begin
                        state <= READ_BLOCK;
                    end
                    else if(wr == 1) begin
                        state <= WRITE_BLOCK_CMD;
                    end
                    else begin
                        state <= IDLE;
                    end
                end
                READ_BLOCK: begin
                    cmd_out <= {16'hFF_51, address, 8'hFF};
                    bit_counter <= 55;
                    return_state <= READ_BLOCK_WAIT;
                    state <= SEND_CMD;
                end
                READ_BLOCK_WAIT: begin
                    if(sclk_sig == 1 && miso == 0) begin
                        byte_counter <= 511;
                        bit_counter <= 7;
                        return_state <= READ_BLOCK_DATA;
                        state <= RECEIVE_BYTE;
                    end
                    sclk_sig <= ~sclk_sig;
                end
                READ_BLOCK_DATA: begin
                    dout <= recv_data;
                    byte_available <= 1;
                    if (byte_counter == 0) begin
                        bit_counter <= 7;
                        return_state <= READ_BLOCK_CRC;
                        state <= RECEIVE_BYTE;
                    end
                    else begin
                        byte_counter <= byte_counter - 1;
                        return_state <= READ_BLOCK_DATA;
                        bit_counter <= 7;
                        state <= RECEIVE_BYTE;
                    end
                end
                READ_BLOCK_CRC: begin
                    bit_counter <= 7;
                    return_state <= IDLE;
                    state <= RECEIVE_BYTE;
                end
                SEND_CMD: begin
                    if (sclk_sig == 1) begin
                        if (bit_counter == 0) begin
                            state <= RECEIVE_BYTE_WAIT;
                        end
                        else begin
                            bit_counter <= bit_counter - 1;
                            cmd_out <= {cmd_out[54:0], 1'b1};
                        end
                    end
                    sclk_sig <= ~sclk_sig;
                end
                RECEIVE_BYTE_WAIT: begin
                    if (sclk_sig == 1) begin
                        if (miso == 0) begin
                            recv_data <= 0;
                            bit_counter <= 6;
                            state <= RECEIVE_BYTE;
                        end
                    end
                    sclk_sig <= ~sclk_sig;
                end
                RECEIVE_BYTE: begin
                    byte_available <= 0;
                    if (sclk_sig == 1) begin
                        recv_data <= {recv_data[6:0], miso};
                        if (bit_counter == 0) begin
                            state <= return_state;
                        end
                        else begin
                            bit_counter <= bit_counter - 1;
                        end
                    end
                    sclk_sig <= ~sclk_sig;
                end
                WRITE_BLOCK_CMD: begin
                    cmd_out <= {16'hFF_58, address, 8'hFF};
                    bit_counter <= 55;
                    return_state <= WRITE_BLOCK_INIT;
                    state <= SEND_CMD;
		    ready_for_next_byte <= 1;
                end
                WRITE_BLOCK_INIT: begin
                    cmd_mode <= 0;
                    byte_counter <= WRITE_DATA_SIZE; 
                    state <= WRITE_BLOCK_DATA;
                    ready_for_next_byte <= 0;
                end
                WRITE_BLOCK_DATA: begin
                    if (byte_counter == 0) begin
                        state <= RECEIVE_BYTE_WAIT;
                        return_state <= WRITE_BLOCK_WAIT;
                    end
                    else begin
                        if ((byte_counter == 2) || (byte_counter == 1)) begin
                            data_sig <= 8'hFF;
                        end
                        else if (byte_counter == WRITE_DATA_SIZE) begin
                            data_sig <= 8'hFE;
                        end
                        else begin
                            data_sig <= din;
                            ready_for_next_byte <= 1;
                        end
                        bit_counter <= 7;
                        state <= WRITE_BLOCK_BYTE;
                        byte_counter <= byte_counter - 1;
                    end
                end
                WRITE_BLOCK_BYTE: begin
                    if (sclk_sig == 1) begin
                        if (bit_counter == 0) begin
                            state <= WRITE_BLOCK_DATA;
                            ready_for_next_byte <= 0;
                        end
                        else begin
                            data_sig <= {data_sig[6:0], 1'b1};
                            bit_counter <= bit_counter - 1;
                        end;
                    end;
                    sclk_sig <= ~sclk_sig;
                end
                WRITE_BLOCK_WAIT: begin
                    if (sclk_sig == 1) begin
                        if (miso == 1) begin
                            state <= IDLE;
                            cmd_mode <= 1;
                        end
                    end
                    sclk_sig = ~sclk_sig;
                end
            endcase
        end
    end
    assign sclk = sclk_sig;
    assign mosi = cmd_mode ? cmd_out[55] : data_sig[7];
    assign ready = (state == IDLE);
endmodule
```
`flow/run.sh`:
```
#!/bin/bash
# OpenROAD 26Q1-2900-gdf79404cd8, Yosys 0.63+post, stock flow scripts
make -C /OpenROAD-flow-scripts/flow DESIGN_CONFIG=/design/flow/config.mk WORK_HOME=/design/flow/orfs finish
```
`flow/config.mk`:
```
export PLATFORM = sky130hd
export DESIGN_NAME = SDKarte
export DESIGN_NICKNAME = SDKarte
export VERILOG_FILES = /design/flow/design.v
export SDC_FILE = /design/flow/constraint.sdc
export NUM_CORES = 4
export LEC_CHECK = 1
export CORE_UTILIZATION = 40
export SYNTH_MEMORY_MAX_BITS = 65536
```
`flow/constraint.sdc`:
```
current_design SDKarte

set clk_period 7376.8
set clk_io_pct 0.2

create_clock -name clk0 -period $clk_period [get_ports {Clock}]

set non_clock_inputs [all_inputs -no_clocks]
set_input_delay [expr $clk_period * $clk_io_pct] -clock clk0 $non_clock_inputs
set_output_delay [expr $clk_period * $clk_io_pct] -clock clk0 [all_outputs]
```
==> results.json <==
{
  "fp-row-count": 466,
  "layout-drive-gt1-share": 0.236,
  "yosys-stat-cells": 30700,
  "tightest_slew_ps": 1510,
  "remaining_drc_errors": 0,
  "post-cts-setup-buffer-count": 0,
  "dr_wl_met3_mm": 449,
  "cts_root_buf": "clkbuf_16",
  "die_width_mm": 1.27,
  "ant_nets": 0,
  "syn-instance-count": 30700,
  "period_needed_ps": 1478110,
  "antenna_found_initial": 259,
  "whs_ps": 422,
  "fmax_mhz": 0.677,
  "pin_count": 30,
  "maxSlewHeadroom": -0.00378,
  "dr.pass1.iters": 7,
  "overflow": 0,
  "dr_wl_met2_mm": 908,
  "h-tree-depth": 7,
  "topCellsByArea": "edfxtp_1, mux4_2, mux2i_1",
  "cp_data_arrival_time_ps": 2750,
  "cts_tree": "built",
  "pwr_density_cell_nw_per_um2": 0.269,
  "hold_viol": 0,
  "post_dp_cell_area_um2": 676000,
  "ctsResizeCount": 0,
  "synth_async_sr_flop_share": 0,
  "syn2layout_area_growth_pct": 12.9,
  "cts.sink_count": 16600,
  "fillers": 131000,
  "violations": "capacitance limit, slew limit",
  "p_leak_nw": 259,
  "ctsHoldBuffers": 0,
  "place.gp.congestion": 0.938,
  "setup_viol": 0,
  "io_buffer_count": 27,
  "core_area_um2": 1610000,
  "synth.avg_cell_area_um2": 21.0,
  "cp.required_ps": 5901440,
  "critPathMaxFanout": 3,
  "critPathTopFamily": "flip-flops",
  "skew_ps": 145,
  "dp_worst_setup_slack_ps": 5897460,
  "critical_path_class": "flop to output pin",
  "synth_flops": 16600,
  "core_util_floorplan": 0.401,
  "drt_wl_total_mm": 2050,
  "wl_met1_mm": 555,
  "cp_slowest_cell": "edfxtp_1",
  "grt_pass1_vias": 356000,
  "ys_seq_frac": 0.771,
  "max_stage_delay_ps": 790,
  "edf_count": 16500,
  "die_h_mm": 1.27,
  "synth.top_cell.area_share": 0.768,
  "synth_area_um2": 646000,
  "worstPathCellList": "clkdlybuf4s50_1",
  "dominantRegCellSynth": "edfxtp_1",
  "yosys.cell_types.count": 99,
  "utilization": 0.453,
  "yosys_warnings": 4,
  "stdcell_area_um2": 730000,
  "status": "finished with violations",
  "routedWlPerCell_um": 37.0,
  "power_uw": 197,
  "grt_max_degree": 134,
  "dieArea_um2": 1620000,
  "numCtsBuffers": 1687,
  "endpoint_kind": "output pin",
  "cp-start-kind": "flop",
  "drt_iter0_markers": 24700,
  "vias_per_cell": 5.90,
  "grt_pass1_wl_mm": 2810,
  "critical_path_buf_inv_count": 1,
  "ir_drop_v": 0.000000226,
  "rsz0062_at_grt": "no",
  "setup_ws_ps": 5898690,
  "slew_viol_final": 3,
  "min_period_over_period": 0.200,
  "dp.cells": 51900,
  "vias": 327000,
  "warning_count": 91,
  "path_clk_slew_ps": 60,
  "dp_hpwl_mm": 1320,
  "largest_area_cell": "edfxtp_1",
  "min-delay-path-class": "flop to flop",
  "yosysChipArea_um2": 646000,
  "clock_latency_ps": 1380,
  "cap_violations": 1,
  "clock_tree.buffer_depth": 6,
  "instances_no_fill": 55400,
  "grtUsageTotal": 0.278,
  "dr.max_layer_used": "met5",
  "fin_tns_setup_ps": 0
}
[logic make-up after synthesis]
logic type / after synthesis / synth area share
multiplexers: 5173 / 0.153
AND/OR/NAND/NOR: 3656 / 0.0233
adder cells (fa/ha/maj): 29 / 0.000573
flip-flops: 16600 / 0.771
buffers and inverters: 2078 / 0.0186
other: 1 / 0.00000580
AND-OR/OR-AND: 3068 / 0.0328
XOR/XNOR: 89 / 0.00121
[report_power, final]
group          total [mW]  internal, mW  switching (mW)
Clock              0.0824        0.0473          0.0351
Sequential          0.103         0.102        0.000100
Combinational      0.0116       0.00446         0.00707
Total               0.197         0.154          0.0422
[cells in the mapped netlist (33+ instances only)]
| cell | n |
|---|---|
| buf_4 | 189 |
| xnor2_1 | 49 |
| nor3_1 | 153 |
| a2111oi_0 | 39 |
| edfxtp_1 | 16500 |
| o21ai_0 | 339 |
| a211oi_1 | 118 |
| mux2i_1 | 1412 |
| inv_1 | 41 |
| a21o_1 | 34 |
| a31oi_1 | 58 |
| mux4_2 | 3723 |
| a22oi_1 | 525 |
| nand4_1 | 46 |
| a22o_1 | 89 |
| a21oi_1 | 699 |
| o211ai_1 | 55 |
| buf_12 | 40 |
| xor2_1 | 40 |
| buf_2 | 488 |
| nand2b_1 | 33 |
| and3_1 | 54 |
| nand2_1 | 625 |
| o221ai_1 | 189 |
| a221oi_1 | 364 |
| nand3_1 | 170 |
| clkbuf_1 | 912 |
| buf_6 | 217 |
| a221o_1 | 39 |
| o21ai_1 | 63 |
| o22ai_1 | 245 |
| dfxtp_1 | 83 |
| nor2_1 | 2377 |
| nor4_1 | 50 |
| buf_1 | 133 |
| buf_8 | 52 |
[state kept, by name, indices dropped and copies added, names as in the netlist, 5 cells and up]
signal            flops
queue.queue_data  16384
queue.beginning      11
sd1.return_state      5
sd1.data_sig          8
queue.queue_size     11
sd1.byte_counter     10
sd1.dout              8
queue.ending         11
sd1.state             5
sd1.cmd_out          55
sd1.bit_counter      10
queue.data_out        8
sd1.boot_counter     27
byteZaehler           9
sd1.recv_data         8
song                  7
address              32
[path summary, 6_finish.rpt]
path                      from                 to  slack [ps]  cells past startpoint
max reg2reg    queue.ending[0]  queue.data_out[0]     7365520                     24
max          queue.data_out[2]           Daten[2]     5898690                      1
min           sd1.recv_data[7]        sd1.dout[7]         420                      0
min reg2reg   sd1.recv_data[7]        sd1.dout[7]         420                      0
[worst register-to-register path, cell delays in order (launching register included)]
cell and delay, ps:
dfxtp_4 600, buf_4 530, buf_4 660, buf_4 680, buf_4 690, buf_4 560, buf_12 480, buf_4 700
buf_4 510, buf_4 540, buf_4 660, buf_4 600, mux4_2 630, mux2i_1 180, o21ai_0 120, nor3_1 720
buf_4 250, nor3_1 60, nor3_1 730, buf_4 260, nor3_1 100, nor3_1 220, buf_4 200, a32oi_2 60
buf_4 270
[final cells by class]
cell class                      instances  area [um^2]  share of cell area
Sequential cell                     16600       498000               0.683
Multi-Input combinational cell      12000       137000               0.188
Clock buffer                         2050        43900              0.0602
Tap cell                            21500        26900              0.0369
Timing Repair Buffer                 1645        13200              0.0181
Clock inverter                        928         8570              0.0117
Antenna cell                          552         1380             0.00189
Inverter                               46          219            0.000300
[layout by cell type (no fill, tap or decap), types with 29 or more instances in the layout]
cell,count
diode_2,552
mux2i_1,1412
clkbuf_16,1701
mux4_2,3723
nor2_4,34
nor4_1,45
a221oi_1,360
a221o_1,39
buf_4,1555
o21ai_0,333
clkinvlp_4,56
a21o_1,34
edfxtp_1,16500
inv_1,35
nand2_4,38
nand3_1,161
clkinv_1,364
o221ai_1,189
nor3_1,140
a22o_1,89
bufinv_16,150
xnor2_1,49
a22oi_1,525
a21oi_1,697
a211oi_1,115
dfxtp_1,72
o211ai_1,55
a2111oi_0,35
nand2_1,576
clkbuf_1,347
nand2b_1,29
buf_12,63
o22ai_1,245
nor2_1,2331
nand4_1,46
and3_1,52
xor2_1,40
a31oi_1,55
clkinv_2,297
o21ai_1,68
[routing by layer]
metal | vias up | track usage
li1 | 132000 | -
met1 | 166000 | 0.268
met2 | 25000 | 0.374
met3 | 4287 | 0.272
met4 | 367 | 0.140
met5 | - | 0.0732
